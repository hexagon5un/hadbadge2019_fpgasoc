==> run.sh <==
#!/bin/bash
# OpenROAD 26Q1-2900-gdf79404cd8, Yosys 0.63+post, stock flow scripts
make -C /OpenROAD-flow-scripts/flow DESIGN_CONFIG=/design/flow/config.mk WORK_HOME=/design/flow/orfs finish
==> config.mk <==
export PLATFORM = sky130hd
export DESIGN_NAME = usb_ep_buf
export DESIGN_NICKNAME = usb_ep_buf
export VERILOG_FILES = /design/flow/design.v
export SDC_FILE = /design/flow/constraint.sdc
export NUM_CORES = 4
export LEC_CHECK = 1
export CORE_UTILIZATION = 50
export SYNTH_MEMORY_MAX_BITS = 65536
==> constraint.sdc <==
current_design usb_ep_buf

set clk_period 61.1
set clk_io_pct 0.2

create_clock -name clk0 -period $clk_period [get_ports {rd_clk}]
create_clock -name clk1 -period $clk_period [get_ports {wr_clk}]

set non_clock_inputs [all_inputs -no_clocks]
set_input_delay [expr $clk_period * $clk_io_pct] -clock clk0 $non_clock_inputs
set_output_delay [expr $clk_period * $clk_io_pct] -clock clk0 [all_outputs]
==> design.v <==
`default_nettype none
module usb_ep_buf #(
	parameter TARGET = "ICE40",
	parameter integer RWIDTH = 8,	 
	parameter integer WWIDTH = 8,	 
	parameter integer AWIDTH = 11,	 
	parameter integer ARW = AWIDTH - $clog2(RWIDTH / 8),
	parameter integer AWW = AWIDTH - $clog2(WWIDTH / 8)
)(
	input  wire [ARW-1:0] rd_addr_0,
	output wire [RWIDTH-1:0] rd_data_1,
	input  wire rd_en_0,
	input  wire rd_clk,
	input  wire [AWW-1:0] wr_addr_0,
	input  wire [WWIDTH-1:0] wr_data_0,
	input  wire wr_en_0,
	input  wire wr_clk
);
	reg [31:0] ram[0:512];
	reg [31:0] ram_rd;
	reg [1:0] rds;
	reg [7:0] rdm;
	always @(posedge rd_clk)
	begin
		if (rd_en_0) begin
			if (RWIDTH == 32) 
				ram_rd <= ram[rd_addr_0];
			else if (RWIDTH == 8)
				ram_rd <= ram[rd_addr_0[ARW-1:2]];
			rds <= rd_addr_0[1:0];
		end
	end
	always @(*)
		case (rds)
			2'b00: rdm <= ram_rd[ 7: 0];
			2'b01: rdm <= ram_rd[15: 8];
			2'b10: rdm <= ram_rd[23:16];
			2'b11: rdm <= ram_rd[31:24];
		endcase
	assign rd_data_1 = (RWIDTH == 32) ? ram_rd : rdm;
	always @(posedge wr_clk)
	begin
		if (wr_en_0) begin
			if (WWIDTH == 32) begin
				ram[wr_addr_0] <= wr_data_0;
			end else if (WWIDTH == 8) begin
				if (wr_addr_0[1:0] == 2'b00)
					ram[wr_addr_0[AWW-1:2]][ 7: 0] <= wr_data_0;
				if (wr_addr_0[1:0] == 2'b01)
					ram[wr_addr_0[AWW-1:2]][15: 8] <= wr_data_0;
				if (wr_addr_0[1:0] == 2'b10)
					ram[wr_addr_0[AWW-1:2]][23:16] <= wr_data_0;
				if (wr_addr_0[1:0] == 2'b11)
					ram[wr_addr_0[AWW-1:2]][31:24] <= wr_data_0;
			end
		end
	end
endmodule  
==> reports/metrics.yaml <==
grt_pass1_wl_um: 2792000
clkPwrFrac: 0.424
final_layout_top_logic_cells: "16.42k x edfxtp_1, 3151 x mux2i_1, 2498 x mux4_2"
seq_power_share: 0.523
hold_viol_final: 0
post-cts-setup-buffers: 0
cp_common_cell: "buf_4"
power_density_mw_per_mm2: 32.88
status: "finished, violations left"
die-area_mm2: 1.292
drcViolationCount: 0
worst-r2r-cell-count: 9
num_rows: 416
die_w_um: 1137
hpwl_um: 1307000
core_area_mm2: 1.283
edf_count: 16420
tool_warnings: 113
setup_viol: 0
pre_cts_slack_ns: 38.79
rsz0062_at_grt: "false"
hold_path_depth: 4
arrival_ns: 21.96
p_sw_frac: 0.2172
synth_top_area_share: 0.7658
cts_tree: "yes"
firstDrtPassIters: 8
worstPathMaxFanout: 55
required_ns: 61.24
synth_area_mm2: 0.6438
critical_path.cell_chain: "buf_16 -> buf_4 -> buf_4 -> buf_4 -> buf_4 -> buf_4 -> buf_4 -> buf_12 -> buf_4 -> buf_4 -> buf_4 -> buf_4 -> buf_4 -> mux4_1 -> mux4_2 -> a22o_1 -> o21ai_1 -> buf_4 -> nor3_1 -> and3_1"
vias: 333300
setup_ws_ns: 39.29
ys_area_mm2: 0.6438
ff_type: "edfxtp_1"
pwr-share-comb: 0.053
slew_headroom: -0.1912
slowest_stage: "buf_4"
port_buffers: 40
holdWs_ns: 2.219
cts_resized: 0
drive_above_1_share: 0.1943
wl_per_cell_um: 38.40
grt_pass1_vias: 356100
clock_sinks: 16420
gr-total-overflow: 0
finalWirelength_um: 2032000
logic_area_mm2: 0.1373
end_kind: "flip-flop"
synth.avg_cell_area_um2: 19.96
grt_antenna_before_repair: 266
clkTransAtPathRegs_ns: 0.11
synth_cells: 32260
p_int_w: 0.01856
layout_top_cell: "edfxtp_1"
ys_ff: 16420
yosysWarnings: 1
seqCellArea_mm2: 0.4930
max-vdd-ir-drop_uv: 25.62
yosys_cells: 32260
fin_tns_setup_ns: 0
area_growth_pct: 12.03
grt_max_degree: 131
initial_utilization: 0.5018
cts_hold_buf: 0
netSwitchingPower_w: 0.005151
yosysTopAreaCell: "edfxtp_1"
postSynthSeqShare: 0.7658
topCellsByArea: "edfxtp_1 77%, mux4_2 8.7%, mux2i_1 4.9%"
fp.dieH_um: 1137
viasPerCell: 6.299
leakagePower_nw: 229.1
ios: 42
postRouteAntennaNets: 3
violations: "antenna rules, capacitance limit, slew limit"
drv_cap: 5
min_path_type: "flip-flop to flip-flop"
fillers: 92760
crit_type: "primary input to flip-flop"
grt.total_usage: 0.3553
ys_async_sr_fraction: 0
tightest_slew_ns: 1.783
maxSlewViolCount: 36
startpoint_type: "primary input"
slowest_delay_ns: 0.66
first_iter_violations: 23900
routabilityCongestion: 0.9537
synthDistinctLibCells: 101
## state kept, by name, indices dropped and copies added (netlist names)
name / count
ram: 16384
ram_rd: 32
rds: 2
## synth_stat cells, types with 54 or more instances
cell       number
buf_2         370
buf_6         336
a211oi_1      111
nand2_1       590
mux2i_1      3152
nor2_1       2511
a31oi_1       131
nand3_1       122
mux4_2       2498
o22ai_1       816
edfxtp_1    16420
mux4_1        166
clkbuf_1      881
buf_4         147
nor3_1        317
buf_1         152
nor4_1        101
o221ai_1     1064
buf_8         144
buf_12         54
clkbuf_8       66
a21oi_1       730
a2111oi_0      56
o21ai_0       459
a22oi_1       111
nand4_1        89
## critical path, delay by kind of cell
| kind | cells | cell delay [ns] |
|---|---|---|
| AOI/OAI and AO/OA | 2 | 0.82 |
| muxes | 2 | 1.15 |
| and+or+nand+nor | 2 | 0.24 |
| buffers and inverters | 14 | 7.21 |
## through the flow
| step | area (um^2) | std cells | util | power [W] |
|---|---|---|---|---|
| after floorplan | 643800 | 32260 | - | 0.01324 |
| after global placement | 665100 | 48920 | 0.5184 | 0.01386 |
| after detailed placement | 665700 | 48950 | 0.5188 | 0.01388 |
| after CTS | 718800 | 51990 | 0.5603 | 0.02378 |
| after global routing | 720500 | 52600 | 0.5615 | 0.02427 |
| final | 721200 | 52910 | 0.5621 | 0.02371 |
## metal layers
| metal | track usage | up-vias | wire length [um] |
|---|---|---|---|
| met5 | 0.08916 | - | 9475 |
| met4 | 0.1538 | 250 | 110100 |
| met3 | 0.3352 | 4008 | 449300 |
| met2 | 0.4617 | 23520 | 891100 |
| met1 | 0.3986 | 167800 | 571700 |
| li1 | - | 137700 | - |
## final timing paths
| check | to | startpoint | slack (ns) |
|---|---|---|---|
| min in group clk1 | ram[422][14]$_DFFE_PP_ | wr_data_0[6] | 11.31 |
| setup reg to reg | ram_rd[5]$_DFFE_PP_ | ram[214][5]$_DFFE_PP_ | 55.38 |
| setup / recovery | ram_rd[11]$_DFFE_PP_ | rd_addr_0[2] | 39.29 |
| hold / removal | ram_rd[28]$_DFFE_PP_ | ram[131][28]$_DFFE_PP_ | 2.22 |
| hold reg to reg | ram_rd[28]$_DFFE_PP_ | ram[131][28]$_DFFE_PP_ | 2.22 |
| max in group clk1 | ram[86][3]$_DFFE_PP_ | wr_data_0[3] | 45.08 |
## area by class of cell
type | instances | share of cell area
Sequential cell | 16420 | 0.6836
Multi-Input combinational cell | 13670 | 0.1903
Clock buffer | 2097 | 0.06217
Tap cell | 17140 | 0.02973
Timing Repair Buffer | 1726 | 0.01944
Clock inverter | 938 | 0.01151
Antenna cell | 919 | 0.003189
Inverter | 4 | 0.00005551
## power by group through the flow
| stage | sequential, W | combinational [W] | clock (W) |
|---|---|---|---|
| 4_1_cts | 0.0124 | 0.00124 | 0.0101 |
| 5_1_grt | 0.0124 | 0.00131 | 0.0106 |
| 6_report | 0.0124 | 0.00126 | 0.0100 |
## kinds of logic after synthesis
logic type / after synthesis / synth area share
compound gates: 3874 / 0.04158
buf+inv: 2168 / 0.02316
flops: 16420 / 0.7658
mux: 5842 / 0.1436
simple gates: 3953 / 0.02587
No activity file was given, so power comes from the tool's default toggle rates.
