$ cat design/flow/run.sh
#!/bin/bash
# OpenROAD 26Q1-2900-gdf79404cd8, Yosys 0.63+post, stock flow scripts
make -C /OpenROAD-flow-scripts/flow DESIGN_CONFIG=/design/flow/config.mk WORK_HOME=/design/flow/orfs finish
$ cat design/flow/config.mk
export PLATFORM = sky130hd
export DESIGN_NAME = qpimem_dma_rdr
export DESIGN_NICKNAME = qpimem_dma_rdr
export VERILOG_FILES = /design/flow/design.v
export SDC_FILE = /design/flow/constraint.sdc
export NUM_CORES = 4
export LEC_CHECK = 1
export CORE_UTILIZATION = 40
export SYNTH_MEMORY_MAX_BITS = 65536
$ cat design/flow/constraint.sdc
current_design qpimem_dma_rdr

set clk_period 359.4
set clk_io_pct 0.2

create_clock -name clk0 -period $clk_period [get_ports {clk}]

set non_clock_inputs [all_inputs -no_clocks]
set_input_delay [expr $clk_period * $clk_io_pct] -clock clk0 $non_clock_inputs
set_output_delay [expr $clk_period * $clk_io_pct] -clock clk0 [all_outputs]
$ cat design/flow/design.v
module qpimem_dma_rdr #(
	parameter integer FIFO_WORDS=512,  
	parameter integer BURST_LEN=16,  
	parameter integer ADDR_WIDTH=24  
) (
	input clk,
	input rst,
	input [ADDR_WIDTH-1:0] addr_start,  
	input [ADDR_WIDTH-1:0] addr_end,  
	input run,			 
	output ready,		 
	output all_done,	 
	input do_read,		 
	output [31:0] rdata,	 
	output reg qpi_do_read,
	input qpi_next_word,
	output reg [ADDR_WIDTH-1:0] qpi_addr,
	input [31:0] qpi_rdata,
	input qpi_is_idle
);
localparam [ADDR_WIDTH-1:0] BURST_END_MASK = (BURST_LEN - 1) << 2;
reg [ADDR_WIDTH-1:0] out_addr;
reg [$clog2(FIFO_WORDS)-1:0] fifo_rptr;  
reg [$clog2(FIFO_WORDS)-1:0] fifo_wptr;  
assign ready = (fifo_rptr != fifo_wptr);
assign all_done = (out_addr >= addr_end);
wire qpi_done;
assign qpi_done = (qpi_addr >= addr_end);
qpimem_dma_rd_fifomem #(.FIFO_WORDS(FIFO_WORDS)) fifomem(
	.clk(clk),
	.w_en(qpi_next_word),
	.w_addr(fifo_wptr),
	.w_data(qpi_rdata),
	.r_addr(fifo_rptr),
	.r_data(rdata)
);
reg restarting;
always @(posedge clk) begin
	if (rst) begin
		out_addr <= 0;
		fifo_rptr <= 0;
		qpi_addr <= 0;
		fifo_wptr <= 0;
		qpi_do_read <= 0;
		restarting <= 1;
	end else begin
		if (ready && do_read) begin
			out_addr <= out_addr + 4;  
			fifo_rptr <= fifo_rptr + 1;
		end
		if (!run) begin
			qpi_addr <= addr_start;
			fifo_wptr <= 0;
			out_addr <= addr_start;
			fifo_rptr <= 0;
			qpi_do_read <= 0;
			restarting <= 1;
		end else if (restarting) begin
			restarting <= !qpi_is_idle;  
		end else if (qpi_next_word) begin
			qpi_addr <= qpi_addr + 4;  
			fifo_wptr <= fifo_wptr + 1;
			if (qpi_addr & BURST_END_MASK == BURST_END_MASK) begin
				qpi_do_read <= 0;  
			end
			if ((qpi_addr+4) >= addr_end) begin
				qpi_do_read <= 0;  
			end
		end else if (qpi_is_idle && !qpi_do_read) begin
			if ((qpi_addr - out_addr) < ((FIFO_WORDS - BURST_LEN) * 4)) begin
				if (qpi_addr < addr_end) begin
					qpi_do_read <= 1;  
				end
			end
		end
	end
end
endmodule
module qpimem_dma_rd_fifomem #(
	parameter integer FIFO_WORDS = 512
) (
	input clk,
	input w_en,
	input [31:0] w_data,
	input [$clog2(FIFO_WORDS)-1:0] w_addr,
	output [31:0] r_data,
	input [$clog2(FIFO_WORDS)-1:0] r_addr
);
reg [31:0] ram [0:FIFO_WORDS-1];
assign r_data = ram[r_addr];
always @(posedge clk) begin
	if (w_en) ram[w_addr] <= w_data;
end
endmodule
==> out/summary.txt <==
DRC violations left: 0
Seq share, synth: 0.7854
Synth cell types: 68
VDD IR max: 0.004750 mV
# H-tree levels: 7
Via Count: 293500
Synthesized registers: 16460
Placer Congestion: 0.9022
Psw: 0.7546 mW
Die height: 1255 um
Async S/R FF share, synth: 0
Top FF cell, synth: edfxtp_1
Total Wirelength: 1821000 um
Relative slew slack: 0.1487
YS warnings: 2
Outcome: complete, no violations
Yosys chip area: 628400 sq um
Share of layout cells above drive strength 1: 0.3204
PD cells: 5.329 nW/um^2
Max Clk Rate: 0.006797 GHz
Combinational share of power: 0.015
CTS tree: yes
MaxCap Viol Count: 0
Post-cts resize count: 0
Core area: 1567000 sq um
RSZ-0062 raised after global routing: no
Clk slew on worst S/H paths: 0.06 ns
Tool warning count: 66
Period utilization: 0.4094
Crit. End Element: output port
Mapped Cells: 25940
Fin. Hold Viols: 0
Number of enable flip-flop cells: 16380
Kind of critical path: input pin to output port
Routed vias/inst: 5.846
Sequential share of power: 0.552
WP data arrival: 75.25 ns
Fin. max-slew vios: 0
Yosys stat cell total: 25940
CP Launch Type: input pin
Setup TNS: 0 ns
DP Wirelength: 1060000 um
Antenna-violating nets left: 0
Number of global-route vias before repair: 326600
Die area: 1576000 sq um
Post-route worst setup slack: 212.27 ns
CTS root buf: clkbuf_16
Layout fillers: 125000
Register area: 493600 sq um
Clk sinks: 16460
Worst min path class: register to register
Hold buffer count at cts: 0
Total track usage: 0.2562
Placed Instance Area: 666600 sq um
Dpl ws: 212.29 ns
Avg Cell Area, Syn: 24.22 sq um
Post-CTS Repair Setup Buffers: 0
Slew of the pin with the lowest slew margin: 1.277 ns
# rows: 460
Port Buffers: 144
Sw Ratio: 0.1971
Worst-case clock buffer depth: 6
DR WL/cell: 36.29 um
Final setup violating endpoints: 0
CP required: 287.52 ns
Leak Pwr: 213.0 nW
CP max FO: 2
TritonCTS buffer count: 1690
Cell Area, Synth: 628400 sq um
Initial drt markers: 20830
Clk_skew: 0.1353 ns
Global-route wire length before repair: 2517000 um
Area occupied by multi-input gates: 132000 sq um
Largest net degree at the start of global routing: 129
Fp_density: 0.4010
Clk pwr share: 0.434
Die width: 1255 um
Pint: 3.074 mW
Final min period: 147.13 ns
DRT Pass-1 Iters: 5
Clk Latency, worst-skew pair: 1.34 ns
Final instance area: 718500 sq um
Num ports: 145
Initial antenna violation count: 119
Area delta synth->final: 14.34%
GRT overflow: 0
## power by group through the flow
stage     combinational (mW)  sequential, mW  clock, mW
4_1_cts               0.0556            2.11       1.68
5_1_grt               0.0605            2.11       1.75
6_report              0.0558            2.11       1.66
## critical path, stage by stage
cell and delay, ns:
clkdlybuf4s50_1 0.47, ha_1 0.32, nand2b_1 0.16, a21o_1 0.18, a21o_1 0.18, a21o_1 0.18, a21o_1 0.20, a2111oi_0 0.54
o41ai_1 0.20, a221oi_1 0.31, o21ai_0 0.18, clkdlybuf4s50_1 0.46
## synthesized netlist by cell type (27+ instances only)
cell	instances	area share
o21bai_1	27	0.00032
a22oi_1	405	0.0048
mux2i_1	159	0.0025
edfxtp_1	16380	0.78
mux4_2	4744	0.17
buf_4	217	0.0026
nand2b_1	28	0.00028
o211ai_1	29	0.00035
a31oi_1	27	0.00027
xor2_1	39	0.00054
a211oi_1	31	0.00037
mux2_2	65	0.0012
buf_6	44	0.00079
nor3_1	92	0.00073
a22o_1	148	0.0021
clkbuf_1	713	0.0043
buf_2	405	0.0032
nor2_1	673	0.0040
a21oi_1	295	0.0023
nand4_1	49	0.00049
o22ai_1	169	0.0017
ha_1	100	0.0020
buf_1	94	0.00056
dfxtp_1	77	0.0025
nor4_1	41	0.00041
nand3_1	101	0.00080
inv_1	68	0.00041
xnor2_1	50	0.00070
o21ai_0	105	0.00084
nand2_1	196	0.0012
a221oi_1	169	0.0024
## metrics by stage
step           power [mW]  hold slack [ns]  utilization  std cells
2_1_floorplan       2.163           0.4172            -      25940
3_3_place_gp        2.206           0.4645       0.4253      47070
3_5_place_dp        2.208           0.4679       0.4253      47070
4_1_cts             3.851           0.4762       0.4582      50040
5_1_grt             3.925           0.5104       0.4584      50130
6_report            3.829           0.4744       0.4585      50200
## flip-flops by register name, indices dropped and copies added, names as in the netlist, named ones only
name,flops
qpi_do_read,1
qpi_addr,24
fifo_wptr,9
restarting,1
fifo_rptr,9
out_addr,24
fifomem.ram,16384
## metal layers
| layer | GRT usage | vias up | part of all wire |
|---|---|---|---|
| li1 | - | 117100 | - |
| met1 | 0.2501 | 147900 | 0.26 |
| met2 | 0.3525 | 24780 | 0.45 |
| met3 | 0.2666 | 3401 | 0.24 |
| met4 | 0.08715 | 226 | 0.045 |
| met5 | 0.04683 | - | 0.0051 |
## cells by family (layout without fill, tap and decap cells)
logic type	count (synthesis)	in the layout	synth area share
buffers and inverters	1542	4849	0.01184
other	0	155	0
flip-flops	16460	16460	0.7854
adder cells (fa/ha/maj)	100	100	0.001991
XOR/XNOR	89	89	0.001240
AND-OR/OR-AND	1529	1529	0.01713
AND/OR/NAND/NOR	1255	1255	0.008715
multiplexers	4968	4968	0.1737
## cell type report
cell class              count  area share
repair buffers           1813     0.02051
inverters                  69   0.0003709
clock buffers            2084     0.06167
clock inverters           883     0.01012
diodes                    155   0.0005398
multi-input cells        7941      0.1837
well taps               20790     0.03620
flip-flops and latches  16460      0.6869
## worst paths after layout
path	startpoint	to	slack, ns	cells past startpoint
worst max-delay path	addr_end[0]	all_done	212.27	12
worst min-delay path	out_addr[0]$_SDFFE_PP0P_	out_addr[0]$_SDFFE_PP0P_	0.47	2
worst max register to register	qpi_addr[2]$_SDFFE_PP0P_	qpi_do_read$_SDFFE_PP0P_	354.56	19
worst min register to register	out_addr[0]$_SDFFE_PP0P_	out_addr[0]$_SDFFE_PP0P_	0.47	2
## cells in the final DEF (no fill, tap or decap), types with 27 or more instances in the layout
cell,instances
edfxtp_1,16380
xnor2_1,50
inv_1,68
a21oi_1,293
a22oi_1,405
mux4_2,4744
buf_8,32
clkbuf_16,1713
o22ai_1,166
clkinv_1,404
clkinvlp_4,38
a211oi_1,27
nor2_4,521
nor3_1,75
buf_12,49
a221oi_1,167
o21ai_0,93
mux2_2,65
clkdlybuf4s50_1,110
nor4_1,30
nand2_1,155
buf_4,1620
nand2_2,39
nand4_1,49
diode_2,155
clkinv_2,279
clkbuf_1,365
nand3_1,89
dfxtp_1,68
nor2_1,149
ha_1,100
bufinv_16,118
o211ai_1,29
xor2_1,39
a22o_1,148
mux2i_1,159
o21bai_1,27
Power is estimated from default activity; no workload was simulated.
